`flow/run.sh`:
```
#!/bin/bash
# OpenROAD 26Q1-2900-gdf79404cd8, Yosys 0.63+post, stock flow scripts
make -C /OpenROAD-flow-scripts/flow DESIGN_CONFIG=/design/flow/config.mk WORK_HOME=/design/flow/orfs finish
```
`flow/design.v`:
```
`timescale 1ns / 1ps
module ALU_32Bits(A, B, Op_Code, Out, cf, of, zf, sf);
    input  logic [31:0] A;
    input  logic [31:0] B;
    input  logic [ 3:0] Op_Code;
    output logic [31:0] Out;
    output logic cf;  
    output logic of;
    output logic zf;
    output logic sf;
    logic [31:0] b0000, b0001, b0010, b0011, b0100, b0101, b0110, b0111, b1000, b1001, b1010, b1011;
    logic [11:0] c = 12'b000000000000;
    logic [11:0] o = 12'b000000000000;
    logic [11:0] z = 12'b000000000000;
    logic [11:0] s = 12'b000000000000;
    Adder inst_1(A, B, c[0], o[0], z[0], s[0], b0000);
    Subtractor inst_2(A, B, c[1], o[1], z[1], s[1], b0001);
    Incrementor inst_3(A, c[2], o[2], z[2], s[2], b0010);
    Decrementor inst_4(A, o[3], z[3], s[3], b0011);
    Mover inst_5(A, z[4], b0100);
    Shifter inst_6(A, z[5], b0101);
    SIMD_ADD inst_7(A, B, c[6], o[6], z[6], s[6], b0110);
    AND inst_8(A, B, z[7], b0111);
    OR inst_9(A, B, z[8], b1000);
    XOR inst_10(A, B, z[9], b1001);
    Complementer inst_11(A, z[10], b1010);
    Twos_complementer inst_12(A, c[11], o[11], z[11], s[11], b1011);
    logic [31:0] first_sel0, first_sel1,  first_sel2,  first_sel3,  first_sel4,  first_sel5;
    logic [31:0] second_sel0, second_sel1,  second_sel2;
    logic [31:0] third_sel0, third_sel1;
    assign first_sel0 = Op_Code[0] ? b0001 : b0000;
    assign first_sel1 = Op_Code[0] ? b0011 : b0010;
    assign first_sel2 = Op_Code[0] ? b0101 : b0100;
    assign first_sel3 = Op_Code[0] ? b0111 : b0110;
    assign first_sel4 = Op_Code[0] ? b1001 : b1000;
    assign first_sel5 = Op_Code[0] ? b1011 : b1010;
    assign second_sel0 = Op_Code[1] ? first_sel1 : first_sel0;
    assign second_sel1 = Op_Code[1] ? first_sel3 : first_sel2;
    assign second_sel2 = Op_Code[1] ? first_sel5 : first_sel4;
    assign third_sel0 = Op_Code[2] ? second_sel1 : first_sel0;
    assign third_sel1 = second_sel2;
    assign Out = Op_Code[3] ? third_sel1 : third_sel0;
    MUX_12bit_to_1bit inst_13(c, Op_Code, cf);
    MUX_12bit_to_1bit inst_14(o, Op_Code, of);
    MUX_12bit_to_1bit inst_15(z, Op_Code, zf);
    MUX_12bit_to_1bit inst_16(s, Op_Code, sf);
endmodule
`timescale 1ns / 1ps
module AND(
    input logic [31:0] a, b,
    output logic zf,
    output logic[31:0] out
    );
    assign out = a & b;
    assign zf = (out == 0);
endmodule
`timescale 1ns / 1ps
module Adder(
    input logic [31:0] a, b,
    output logic cf, of, zf, sf,
    output logic[31:0] out
    );
    logic[32:0] sum;
    assign sum = a + b; 
    assign out = sum[31:0];
    assign cf = sum[32];
    assign of = ((a[31] == b[31]) & (a[31]!=out[31]));
    assign zf = (out == 0);
    assign sf = (out[31]==1);
endmodule
`timescale 1ns / 1ps
module Complementer(
    input logic [31:0] a,
    output logic zf,
    output logic [31:0] out
    );
    assign out = ~a;
    assign zf = (out == 0);
endmodule
`timescale 1ns / 1ps
module Decrementor(
    input logic [31:0] a,
    output logic of, zf, sf,
    output logic[31:0] out
    );
    assign out = a - 1;
    assign of = ((a[31] == 0) & (a[31]!=out[31]));
    assign zf = (out == 0);
    assign sf = (out[31] == 1);
endmodule
`timescale 1ns / 1ps
module Incrementor(
    input logic [31:0] a,
    output logic cf, of, zf, sf,
    output logic [31:0] out
    );
    logic [32:0] sum;
    assign sum = a + 1;
    assign out = sum[31:0];
    assign cf = sum[32];
    assign of = ((a[31] == 0) & (a[31]!=out[31]));
    assign zf = (out == 0);
    assign sf = (out[31] == 1);
endmodule
`timescale 1ns / 1ps
module MUX_12bit_to_1bit(
    input logic [11:0] in,
    input logic [3:0] sel,
    output logic out
    );
    logic [31:0] first_sel0, first_sel1,  first_sel2,  first_sel3,  first_sel4,  first_sel5;
    logic [31:0] second_sel0, second_sel1,  second_sel2;
    logic [31:0] third_sel0, third_sel1;
    assign first_sel0 = sel[0] ? in[1] : in[0];
    assign first_sel1 = sel[0] ? in[3] : in[2];
    assign first_sel2 = sel[0] ? in[5] : in[4];
    assign first_sel3 = sel[0] ? in[7] : in[6];
    assign first_sel4 = sel[0] ? in[9] : in[8];
    assign first_sel5 = sel[0] ? in[11] : in[10];
    assign second_sel0 = sel[1] ? first_sel1 : first_sel0;
    assign second_sel1 = sel[1] ? first_sel3 : first_sel2;
    assign second_sel2 = sel[1] ? first_sel5 : first_sel4;
    assign third_sel0 = sel[2] ? second_sel1 : first_sel0;
    assign third_sel1 = second_sel2;
    assign out = sel[3] ? third_sel1 : third_sel0;
endmodule
`timescale 1ns / 1ps
module Mover(
    input logic [31:0] a,
    output logic zf,
    output logic[31:0] out
    );
    assign out = a;
    assign zf = (out == 0); 
endmodule
`timescale 1ns / 1ps
module OR(
    input logic [31:0] a, b,
    output logic zf,
    output logic[31:0] out
    );
    assign out = a | b;
    assign zf = (out == 0);
endmodule
`timescale 1ns / 1ps
module SIMD_ADD(
    input logic [31:0] a, b,
    output logic cf, of, zf, sf,
    output logic[31:0] out
    );
    logic [7:0] sum1;
    logic [7:0] sum2;
    logic [7:0] sum3;
    logic [8:0] sum4;
    assign sum1 = a[7:0] + b[7:0];
    assign sum2 = a[15:8] + b[15:8];
    assign sum3 = a[23:16] + b[23:16];
    assign sum4 = a[31:24] + b[31:24];
    assign out = {sum4[7:0], sum3, sum2, sum1};
    assign cf = sum4[8];
    assign of = ((a[31] == b[31]) & (a[31]!=out[31]));
    assign zf = (out == 0);
    assign sf = (out[31] == 1);
endmodule
`timescale 1ns / 1ps
module Shifter(
    input logic [31:0] a,
    output logic zf,
    output logic[31:0] out
    );
    assign out = a << 1;
    assign zf = (out == 0);
endmodule
`timescale 1ns / 1ps
module Subtractor(
    input logic [31:0] a, b,
    output logic cf, of, zf, sf,
    output logic[31:0] out
    );
    logic [31:0] b_complement;
    assign b_complement = ~b;
    logic[32:0] sum;
    assign sum = a + b_complement + 1; 
    assign out = sum[31:0];
    assign cf = sum[32];
    assign of = ((a[31] == b[31]) & (a[31]!=out[31]));
    assign zf = (out == 0);
    assign sf = (out[31]==1);
endmodule
`timescale 1ns / 1ps
module Twos_complementer(
    input logic [31:0] a,
    output logic cf, of, zf, sf,
    output logic[31:0] out
    );
    logic [31:0] a_complement;
    assign a_complement = ~a;
    logic [32:0] sum;
    assign sum = a_complement + 1;
    assign out = sum[31:0];
    assign cf = sum[32];
    assign of = ((a[31] == 0) & (a[31]!=out[31]));
    assign zf = (out == 0);
    assign sf = (out[31] == 1); 
endmodule
`timescale 1ns / 1ps
module XOR(
    input logic [31:0] a, b,
    output logic zf,
    output logic[31:0] out
    );
    assign out = a ^ b;
    assign zf = (out == 0);
endmodule
```
`flow/constraint.sdc`:
```
current_design ALU_32Bits

set clk_period 20.0
set clk_io_pct 0.2

create_clock -name clk0 -period $clk_period

set non_clock_inputs [all_inputs -no_clocks]
set_input_delay [expr $clk_period * $clk_io_pct] -clock clk0 $non_clock_inputs
set_output_delay [expr $clk_period * $clk_io_pct] -clock clk0 [all_outputs]
```
`flow/config.mk`:
```
export PLATFORM = sky130hd
export DESIGN_NAME = ALU_32Bits
export DESIGN_NICKNAME = ALU_32Bits
export VERILOG_FILES = /design/flow/design.v
export SDC_FILE = /design/flow/constraint.sdc
export NUM_CORES = 4
export LEC_CHECK = 1
export CORE_UTILIZATION = 40
export SYNTH_HDL_FRONTEND = slang
```
==> results.json <==
{
  "fin_util_pct": 46.0,
  "clock_buffers": 0,
  "viasPerCell": 6.59,
  "cts_resized": 0,
  "relSlewSlack_pct": 39.2,
  "place_hpwl_um": 36000,
  "worstSetupEndpointType": "output pin",
  "io_pins": 104,
  "layout-drive-gt1-share_pct": 7.81,
  "drv_cap": 0,
  "die_h_um": 152,
  "yosys_area_um2": 8940,
  "wl_per_cell_um": 27.9,
  "coreArea_um2": 21900,
  "cp_max_fo": 16,
  "ys_cells": 1286,
  "drtIter0Drc": 962,
  "ys_seq_share_pct": 0,
  "worstMarginPinSlew_ps": 905,
  "p_sw_uw": 218,
  "yosysUniqueCellTypes": 89,
  "worstPathRequired_ps": 16000,
  "num_vias": 10600,
  "p_sw_share_pct": 61.2,
  "ant_nets": 0,
  "grt_max_degree": 48,
  "p_int_uw": 138,
  "status": "complete, no violations",
  "synth_cells": 1286,
  "wl_um": 44700,
  "overflow": 0,
  "regArea_um2": 0,
  "fin_crit_sh_pct": 66.5,
  "min_path_type": "in -> out",
  "place_congestion": 1.05,
  "die_width_um": 152,
  "vdd_drop_max_mv": 0.0159,
  "max_freq_mhz": 75.2,
  "gr-usage-all-layers_pct": 39.8,
  "route.detailed.drc": 0,
  "yosysWarnings": 0,
  "rows": 54,
  "io_buffers": 104,
  "leakagePower_nw": 3.92,
  "area_delta_synth_final_pct": 12.7,
  "power_density_nw_per_um2": 35.4,
  "rsz0062_at_grt": "no",
  "hold_viol": 0,
  "cp.arrival_ps": 9290,
  "setup_viol": 0,
  "path_class": "in -> out",
  "synth_area_um2": 8940,
  "syn_avg_cell_area_um2": 6.95,
  "initCoreUtil_pct": 40.9,
  "grt_pass1_wl_um": 64600,
  "min_period_ps": 13290,
  "cts_setup_buffers": 0,
  "grt_pass1_vias": 9640,
  "hold_buffers": 0,
  "warnings": 97,
  "start_kind": "primary input",
  "firstDrtPassIters": 6,
  "antenna_found_initial": 1,
  "seq_cell_count": 0,
  "chipArea_um2": 23000,
  "dpl_cell_area_um2": 10100,
  "finalSetupTns_ps": 0,
  "final_area_um2": 10100,
  "drv_slew": 0
}
cells in the final DEF, fill, tap and decap left out, types with 25 or more instances in the layout:
cell type and instances:
nand3_1 31, mux2i_1 39, o21ai_0 73, nor3_1 37
nand4_1 37, mux4_2 30, nor2_1 121, xnor2_1 98
nand2_1 90, clkdlybuf4s50_1 100, inv_1 95, nor4_1 25
a21oi_1 103, ha_1 100
worst max-delay path, cell delays in order:
cell and delay (ps):
clkdlybuf4s50_1 920, inv_1 110, ha_1 770, a21oi_1 230, o21ai_2 340, o21ai_1 170
o21ai_4 310, a2bb2oi_1 560, xnor2_1 220, nor4bb_1 300, nand4_1 240, nor4_2 220
nand4b_1 150, a211oi_2 250, clkdlybuf4s50_1 490
metrics by stage:
stage	total power [mW]	setup slack, ps	instances	hold WS, ps
after floorplan	0.216	9200	1286	8030
after global placement	0.350	6840	1598	8930
after detailed placement	0.346	6860	1598	8940
after CTS	0.348	6850	1598	8940
after global routing	0.379	6560	1598	8980
final	0.357	6710	1601	8940
layer usage:
layer / vias to the layer above / GRT usage [%] / part of all wire (%)
met5: - / 0 / 0
met3: 98 / 9.65 / 11
met4: 0 / 13.9 / 4.0
met1: 5009 / 56.7 / 42
li1: 4823 / - / -
met2: 623 / 58.7 / 43
power groups by stage:
stage,clock network (mW),registers (mW),logic (mW)
after global routing,0,0,0.379
after CTS,0,0,0.348
cells in the mapped netlist, types with 4 or more instances:
| library cell | count | area share (%) |
|---|---|---|
| o31ai_1 | 13 | 1.1 |
| nand4_1 | 37 | 2.6 |
| a41oi_1 | 4 | 0.39 |
| inv_2 | 5 | 0.21 |
| o21ai_1 | 15 | 0.84 |
| a21oi_1 | 103 | 5.8 |
| buf_4 | 7 | 0.59 |
| fa_1 | 5 | 1.1 |
| a21o_1 | 16 | 1.3 |
| or3_1 | 5 | 0.35 |
| a211oi_2 | 4 | 0.56 |
| ha_1 | 100 | 14 |
| mux2i_1 | 39 | 4.4 |
| and4_1 | 5 | 0.49 |
| buf_2 | 17 | 0.95 |
| xnor2_1 | 98 | 9.6 |
| mux2_2 | 5 | 0.63 |
| nand2_1 | 90 | 3.8 |
| nor2_1 | 121 | 5.1 |
| xor2_1 | 13 | 1.3 |
| nor3_1 | 37 | 2.1 |
| o31a_1 | 6 | 0.59 |
| nand3_1 | 31 | 1.7 |
| a31oi_1 | 18 | 1.3 |
| a211oi_1 | 20 | 1.7 |
| o311ai_0 | 6 | 0.59 |
| nor2b_1 | 7 | 0.49 |
| a22oi_1 | 5 | 0.42 |
| o22ai_1 | 17 | 1.2 |
| o21a_1 | 9 | 0.76 |
| or4_1 | 9 | 0.76 |
| nor4_1 | 25 | 1.7 |
| o21bai_1 | 10 | 0.84 |
| inv_1 | 95 | 4.0 |
| o211ai_1 | 13 | 1.1 |
| mux4_2 | 30 | 7.6 |
| a221oi_1 | 8 | 0.78 |
| o221ai_1 | 6 | 0.59 |
| and3_1 | 4 | 0.28 |
| buf_1 | 14 | 0.59 |
| o21ai_0 | 73 | 4.1 |
| nand2b_1 | 11 | 0.77 |
| clkbuf_1 | 53 | 2.2 |
logic make-up after synthesis:
family                   Yosys count  share of synthesized area, %
buffers and inverters            194                          8.76
AND/OR/NAND/NOR                  407                          22.9
XOR/XNOR                         111                          10.9
adder cells (fa/ha/maj)          105                          15.1
AND-OR/OR-AND                    395                          29.8
multiplexers                      74                          12.5
final timing paths:
check,startpoint,to,slack (ps),depth (start not counted)
worst max-delay path,A[10],zf,6710,15
worst min-delay path,Op_Code[1],Out[4],8940,4
layout make-up:
type	count	area, um2
inverters	102	383
fillers	2299	11800
well taps	280	350
diodes	3	7.51
repair buffers	124	1180
multi-input cells	1092	8160
Power and IR drop assume default switching activity.
