<file path="/design/flow/run.sh">
#!/bin/bash
# OpenROAD 26Q1-2900-gdf79404cd8, Yosys 0.63+post, stock flow scripts
make -C /OpenROAD-flow-scripts/flow DESIGN_CONFIG=/design/flow/config.mk WORK_HOME=/design/flow/orfs finish
</file>
<file path="/design/flow/config.mk">
export PLATFORM = sky130hd
export DESIGN_NAME = mux2
export DESIGN_NICKNAME = mux2
export VERILOG_FILES = /design/flow/design.v
export SDC_FILE = /design/flow/constraint.sdc
export NUM_CORES = 4
export LEC_CHECK = 1
export CORE_AREA = 10 10 95 95
export DIE_AREA = 0 0 105 105
</file>
<file path="/design/flow/constraint.sdc">
current_design mux2

set clk_period 1.0
set clk_io_pct 0.2

create_clock -name clk0 -period $clk_period

set non_clock_inputs [all_inputs -no_clocks]
set_input_delay [expr $clk_period * $clk_io_pct] -clock clk0 $non_clock_inputs
set_output_delay [expr $clk_period * $clk_io_pct] -clock clk0 [all_outputs]
</file>
<file path="/design/flow/design.v">
module mux2 #(
parameter WIDTH = 64
)(
input logic [ WIDTH -1:0] d0 , d1 ,
input logic s ,
output logic [ WIDTH -1:0] y
);
assign y = s ? d0 : d1;
endmodule
</file>
==> metrics.yaml <==
outcome: "complete, but fails checks"
failed_checks: "setup timing"
synthTopCellsByArea: "mux2_4 84%, buf_12 11%, mux2_2 4.2%"
largest_area_cell: "mux2_4"
antenna_cells: 0
power.net_switching_mw: 0.302
worstHoldStart: "d1[62]"
dr.pass1.iters: 4
internal-power_mw: 0.983
cp_data_required_time_ns: 0.80
fp-row-count: 30
wl_um: 6930
nFillCells: 709
place_ws_ns: -0.551
yosys.stat.seqShare_pct: 0
syn_area_um2: 1080
start_kind: "primary input"
avgSynthCellArea_um2: 15.2
area_growth_pct: 195
worst_path_max_delay_cell: "mux2_4"
maxSlewHeadroom_pct: 93.5
place_area_um2: 3050
viasPerCell: 3.75
io_buffer_count: 193
regArea_um2: 0
core_um2: 6910
setup_ws_ns: -0.195
syn-instance-count: 71
hpwl_um: 5890
path_common_cell: "buf_16"
drive_gt1_share_pct: 52.8
ys_cells: 71
yosysWarnings: 0
yosys_area_um2: 1080
grt_max_degree: 15
grt_pass1_vias: 1642
cp.arrival_ns: 0.99
worstPathCellList: "buf_16 -> buf_16 -> buf_12 -> mux2_4 -> buf_6"
finalSetupViolCount: 64
antenna_found_initial: 0
place_congestion: 0.708
critPathMaxStageDelay_ns: 0.29
final_cells: 367
p_seq_share_pct: 0
grt_usage_pct: 11.5
period_used_pct: 119
dieArea_um2: 11000
detailroute.via_count: 1376
power.density_nw_per_um2: 405
drc: 0
worst_pin_slew_ns: 0.0979
drtIter0Drc: 26
synth.top_cell.area_share_pct: 83.6
n_clock_buffer: 0
final_design_area_no_fill_um2: 3180
cp_max_fo: 6
fp_util_pct: 15.6
overflow: 0
dp.cells: 357
warning_count: 34
timing.hold.ws_ns: 0.706
die_y_um: 105
num_io_pins: 193
final_cell_mix: "122 x dlygate4sd2_1, 64 x mux2_4, 51 x buf_6, 15 x buf_2, 8 x buf_16"
rsz0062_at_grt: "yes"
ant_nets: 0
combPwrFrac_pct: 100.0
cap_violations: 0
final_core_util_pct: 46.0
hold_path_end: "y[62]"
p_leak_nw: 1.71
slew_viol_final: 0
fp.dieW_um: 105
wl_per_cell_um: 18.9
ff_count: 0
tns_ns: -6.09
hold_depth: 3
layout.area.comb_um2: 961
final_hold_viol_count: 0
timing.final.crit_period_ns: 1.19
grt_pass1_wl_um: 10000
clock.fmax_mhz: 837
hold_class: "primary input to output port"
ir_worst_vdd_uv: 187
synth.distinct_cells: 4
ctsHoldBuffers: 0
p_sw_share_pct: 23.5
cp-end-kind: "output port"
fin_total_pwr_mw: 1.29
p_clk_share_pct: 0
crit_type: "primary input to output port"
layout.cells.most_common: "dlygate4sd2_1"
[area by class of cell]
type | instances | share of cell area [%]
multi-input combinational | 64 | 30.2
timing repair buffer | 207 | 66.0
tap | 96 | 3.78
[power groups by stage]
| stage | clock network (mW) | logic [mW] | registers [mW] |
|---|---|---|---|
| 4_1_cts | 0 | 1.25 | 0 |
| 5_1_grt | 0 | 1.37 | 0 |
| 6_report | 0 | 1.29 | 0 |
[metal layers]
layer	vias to the layer above	part of all wire, %	GRT usage [%]
met5	-	0	0
met4	0	0	0
met2	73	57	23.4
met3	0	9.4	4.47
li1	680	-	-
met1	623	33	11.2
[synth_stat cells]
| cell | n |
|---|---|
| mux2_4 | 60 |
| buf_12 | 6 |
| mux2_2 | 4 |
| buf_6 | 1 |
[worst max path at each step]
stage | startpoint | to | slack [ns]
6_report | s | y[49] | -0.19
5_1_grt | s | y[49] | -0.22
4_1_cts | s | y[49] | -0.20
[worst max-delay path: cells and delay by family]
family	cells	cell delay, ns
buffers and inverters	4	0.50
multiplexers	1	0.29
[repair_timing]
action                                  CTS  global route
endpoints found under the setup margin   64            64
pin swaps                                 0             0
cloned                                    6             1
endpoints found under the hold margin     0             0
gates resized                           383            14
setup buffers                             3             0
[cell families after synthesis]
group | count (synthesis) | synth area share (%)
mux | 64 | 87.8
buf+inv | 7 | 12.2
