==> ./design.v <==
module alu #(
parameter DATA_WIDTH = 64 ,
parameter OPCODE_LENGTH = 4
)(
input logic [ DATA_WIDTH -1:0] SrcA ,
input logic [ DATA_WIDTH -1:0] SrcB ,
input logic [ OPCODE_LENGTH -1:0] ALUCC ,
output logic [ DATA_WIDTH -1:0] ALUResult
);
assign ALUResult = (ALUCC == 4'b0000) ? SrcA & SrcB : 
    ((ALUCC == 4'b0001) ? SrcA | SrcB : 
    ((ALUCC == 4'b0010) ? SrcA + SrcB :
    ((ALUCC == 4'b0110) ? SrcA - SrcB :
    4'bx)));
endmodule
==> ./run.sh <==
#!/bin/bash
# OpenROAD 26Q1-2900-gdf79404cd8, Yosys 0.63+post, stock flow scripts
make -C /OpenROAD-flow-scripts/flow DESIGN_CONFIG=/design/flow/config.mk WORK_HOME=/design/flow/orfs finish
==> ./config.mk <==
export PLATFORM = sky130hd
export DESIGN_NAME = alu
export DESIGN_NICKNAME = alu
export VERILOG_FILES = /design/flow/design.v
export SDC_FILE = /design/flow/constraint.sdc
export NUM_CORES = 4
export LEC_CHECK = 1
export CORE_UTILIZATION = 30
==> ./constraint.sdc <==
current_design alu

set clk_period 31.0
set clk_io_pct 0.2

create_clock -name clk0 -period $clk_period

set non_clock_inputs [all_inputs -no_clocks]
set_input_delay [expr $clk_period * $clk_io_pct] -clock clk0 $non_clock_inputs
set_output_delay [expr $clk_period * $clk_io_pct] -clock clk0 [all_outputs]
==> notes.org <==
#+TITLE: Implementation results

** Outcome
- Outcome :: finished, final reports clean

** Routing
- After the first detailed-routing iteration, the DRC count stood at 920.
- Count of vias placed by the detailed router :: 12000
- Ratio of routed vias to standard cells :: 5.54
- Total DRC errors in the routed layout :: 0
- TritonRoute output was used to compute an average wire per cell of 18.2 um.
- Sum of routed wire length over all layers :: 39500 um
- Nets still carrying antenna violations after routing amount to 0.
- For this run, the detailed router's first-pass iteration total came to 5.

** Setup path
- Critical path start-end classification :: in2out
- Crit path top cell by count :: sky130_fd_sc_hd__clkdlybuf4s50_1
- Crit path max-delay cell type :: sky130_fd_sc_hd__o311ai_0
- Per the timing report, the biggest fanout along the worst path comes to 11.
- Cell-by-cell trace of the critical path :: clkdlybuf4s50_1, inv_1, ha_1, nand2b_1, a221oi_1, o311ai_0, a211o_1, nand3b_2, o31a_4, a31o_4, a2111oi_2, o2bb2ai_1, xor2_1, o22ai_1, clkdlybuf4s50_1
- The worst setup path is launched from a primary input.
- According to the timing report, the data required time at the worst endpoint equals 24.80 ns.
- Endpoint type of the worst setup path :: output port
- The longest incremental delay of any stage on the critical path is reported as 0.67 ns.
- Arrival time at the worst endpoint :: 10.82 ns

** Clock tree
- Postcts setup bufs :: 0
- The number of hold buffers added after CTS was 0.
- Once the clock tree was built, the resizer swapped 0 gates to a different size.

** Final timing
- Highest clock rate :: 58.8 MHz
- Count of pins over their slew limit :: 0
- Post-route period utilization is reported as 0.549.
- Setup-failing EPs final :: 0
- Setup TNS after final layout :: 0 ns
- Per the final timing report, the hold violations number 0.
- Subtracting the final worst setup slack from the clock period gives 17.02 ns.
- Setup repair after global routing missed its margin :: false
- The max-slew check reports its worst relative slack as 0.424.
- Slew at the pin closest to its max-slew limit :: 0.842 ns

** Placement
- Placed wire-length estimate after detailed placement :: 32300 um
- Routability congestion estimate :: 0.993
- During placement, the flow inserted port buffers numbering 196.

** Power
- Power Dens Cells :: 18.3 mW/mm^2
- Leakage power summed over all cells :: 5.45 nW
- In this run the VDD rail shows a maximum IR drop of 0.00616 mV.
- Power Total :: 0.000229 W

** GRT
- The initial antenna violation count came to 3.
- Pin count of the biggest net entering global routing :: 56
- The first global-routing pass estimated 60900 um of wire.
- Total routing usage reported by global routing :: 0.217
- The number of global-route vias before repair is 11200.
- The total overflow left after global routing is 0.

** Die
- Chip footprint :: 0.0352 sq mm
- Die boundary height :: 188 um
- Die W :: 188 um
- At the floorplan stage, the core utilization is reported as 0.307.
- During I/O placement, the number of pins put on the boundary was 196.
- The floorplan has 67 rows.
- Core area :: 0.0337 sq mm

** Cells and area
- The layout summary lists the proportion of cells stronger than drive strength 1 as 0.0268.
- Counting the fill cells in the layout gives 3610.
- Flip-flop and latch area :: 0 sq um
- Seq cells :: 0
- The multi-input combinational cells in the finished layout cover a total of 0.00911 sq mm.
- The area growth from synthesis to layout is 21.3%.
- Tally of clock buffers in the finished layout :: 0

** Logic synthesis
- After synthesis, the cell types taking the most area are sky130_fd_sc_hd__ha_1, sky130_fd_sc_hd__a21oi_1, sky130_fd_sc_hd__inv_1.
- Summing every instance area after synthesis gives 0.0103 sq mm.
- Per the synthesis report, the dominant area consumer among library cells is sky130_fd_sc_hd__ha_1.
- Top-area cell type share of the netlist area :: 0.231
- Chip area from the yosys synthesis statistics :: 0.0103 sq mm
- Average size of a mapped cell :: 6.44 sq um
- Fraction of the yosys area taken by sequential cells :: 0
- Number of cell instances after yosys synthesis :: 1604
- Synthesis handed over a netlist of 1604 instances.
- Distinct lib cells used :: 84
- During synthesis, Yosys emitted a total of 0 warnings.

** Run
- Number of OpenROAD warnings :: 159
- The number of maximum-capacitance violations recorded for the run is 0.

** Hold path
- Class of the tightest hold or removal check :: in2out
[stage by stage]
| stage | std cells | setup slack [ns] | area [sq um] | hold slack, ns | util |
|---|---|---|---|---|---|
| 3_3_place_gp | 2167 | 14.04 | 12500 | 13.44 | 0.372 |
| 2_1_floorplan | 1604 | 15.94 | 10300 | 12.42 | - |
| 5_1_grt | 2170 | 13.77 | 12500 | 13.48 | 0.372 |
| 3_5_place_dp | 2167 | 14.03 | 12500 | 13.44 | 0.372 |
| 4_1_cts | 2167 | 14.02 | 12500 | 13.44 | 0.372 |
| 6_report | 2170 | 13.98 | 12500 | 13.44 | 0.372 |
[cells by family after synthesis]
| kind of cell | after synthesis | synth area share |
|---|---|---|
| simple gates | 434 | 0.202 |
| xor+xnor | 62 | 0.0526 |
| fa+ha+maj | 193 | 0.235 |
| compound gates | 566 | 0.357 |
| mux | 36 | 0.0350 |
| buf+inv | 313 | 0.118 |
[synthesized netlist by cell type, types with 5 or more instances]
cell and number:
sky130_fd_sc_hd__a211o_1 5, sky130_fd_sc_hd__a211oi_1 17, sky130_fd_sc_hd__a21boi_0 5, sky130_fd_sc_hd__a21o_1 23, sky130_fd_sc_hd__a21oi_1 170, sky130_fd_sc_hd__a221oi_1 5
sky130_fd_sc_hd__a31oi_1 24, sky130_fd_sc_hd__and2_1 5, sky130_fd_sc_hd__and3_1 6, sky130_fd_sc_hd__buf_1 5, sky130_fd_sc_hd__buf_2 23, sky130_fd_sc_hd__clkbuf_1 55
sky130_fd_sc_hd__ha_1 191, sky130_fd_sc_hd__inv_1 219, sky130_fd_sc_hd__inv_2 5, sky130_fd_sc_hd__mux2i_1 35, sky130_fd_sc_hd__nand2_1 124, sky130_fd_sc_hd__nand2b_1 13
sky130_fd_sc_hd__nand3_1 24, sky130_fd_sc_hd__nand4_1 19, sky130_fd_sc_hd__nor2_1 126, sky130_fd_sc_hd__nor2b_1 14, sky130_fd_sc_hd__nor3_1 34, sky130_fd_sc_hd__nor4_1 29
sky130_fd_sc_hd__o2111ai_1 6, sky130_fd_sc_hd__o211ai_1 27, sky130_fd_sc_hd__o21a_1 7, sky130_fd_sc_hd__o21ai_0 100, sky130_fd_sc_hd__o21ai_1 5, sky130_fd_sc_hd__o21bai_1 37
sky130_fd_sc_hd__o22ai_1 50, sky130_fd_sc_hd__o311ai_0 6, sky130_fd_sc_hd__o31ai_1 25, sky130_fd_sc_hd__or3_1 10, sky130_fd_sc_hd__or4_1 8, sky130_fd_sc_hd__xnor2_1 57
sky130_fd_sc_hd__xor2_1 5
[report_power, final]
group	internal, W	leakage (nW)	total [W]	switching, W
clock	0.0000000000130	0.0000190	0.0000000000130	0
sequential	0	0	0	0
combinational	0.0000941	5.45	0.000229	0.000135
total	0.0000941	5.45	0.000229	0.000135
[layer usage]
metal | vias to the layer above | wire length, um | track usage
li1 | 5925 | - | -
met1 | 5602 | 18500 | 0.317
met2 | 453 | 18100 | 0.355
met3 | 33 | 2250 | 0.0170
met4 | 0 | 588 | 0.0331
met5 | - | 0 | 0
[layout make-up]
cell class         instances  share of cell area
multi-input cells       1291               0.727
repair buffers           204               0.160
inverters                224              0.0671
well taps                448              0.0447
diodes                     3            0.000599
[path summary, 6_finish.rpt]
kind | to | depth (start not counted) | slack (ns) | start
worst max-delay path | ALUResult[61] | 15 | 13.98 | SrcA[10]
worst min-delay path | ALUResult[0] | 3 | 13.44 | ALUCC[3]
[layout by cell type, fill, tap and decap left out, types with 5 or more instances in the layout]
cell type                         synthesis  routed
sky130_fd_sc_hd__inv_1                  219     219
sky130_fd_sc_hd__clkdlybuf4s50_1          0     194
sky130_fd_sc_hd__ha_1                   191     191
sky130_fd_sc_hd__a21oi_1                170     170
sky130_fd_sc_hd__nor2_1                 126     126
sky130_fd_sc_hd__nand2_1                124     124
sky130_fd_sc_hd__o21ai_0                100     100
sky130_fd_sc_hd__xnor2_1                 57      57
sky130_fd_sc_hd__o22ai_1                 50      50
sky130_fd_sc_hd__o21bai_1                37      37
sky130_fd_sc_hd__mux2i_1                 35      35
sky130_fd_sc_hd__nor3_1                  34      34
sky130_fd_sc_hd__nor4_1                  29      29
sky130_fd_sc_hd__o211ai_1                27      27
sky130_fd_sc_hd__o31ai_1                 25      25
sky130_fd_sc_hd__nand3_1                 24      24
sky130_fd_sc_hd__a31oi_1                 24      24
sky130_fd_sc_hd__a21o_1                  23      23
sky130_fd_sc_hd__nand4_1                 19      19
sky130_fd_sc_hd__a211oi_1                17      17
sky130_fd_sc_hd__nor2b_1                 14      14
sky130_fd_sc_hd__nand2b_1                13      13
sky130_fd_sc_hd__or3_1                   10       9
sky130_fd_sc_hd__or4_1                    8       8
sky130_fd_sc_hd__buf_4                    2       8
sky130_fd_sc_hd__o21a_1                   7       7
sky130_fd_sc_hd__o2111ai_1                6       6
sky130_fd_sc_hd__and3_1                   6       6
sky130_fd_sc_hd__o311ai_0                 6       6
sky130_fd_sc_hd__inv_2                    5       5
sky130_fd_sc_hd__a21boi_0                 5       5
sky130_fd_sc_hd__a211o_1                  5       5
sky130_fd_sc_hd__and2_1                   5       5
sky130_fd_sc_hd__a221oi_1                 5       5
sky130_fd_sc_hd__o21ai_1                  5       5
sky130_fd_sc_hd__xor2_1                   5       5
[worst max-delay path: cells and delay by family]
family                     cells  cell delay, ns
and+or+nand+nor                2            0.34
xor gates and xnor gates       1            0.15
AOI/OAI and AO/OA              8            2.50
buffers and inverters          3            1.10
adders and majority gates      1            0.53
No activity file was given, so power comes from the tool's default toggle rates.
